File: design.v
module queue(clk,reset,go,cmd,r_num,ready,w_en,r_en,full,almost_full,empty,almost_empty,error,w_num,addr);
	input clk,reset,go;
	input [17:0]cmd;
	input [15:0]r_num;
	output ready;
	output w_en,r_en;
	output full,almost_full,empty,almost_empty,error;
	output [15:0]w_num;
	output [4:0]addr;
	reg [1:0]state, next_state;
	reg [5:0]count, next_count;
	reg [4:0]head, next_head;
	reg [4:0]tail, next_tail;
	reg ready, next_ready;
	reg w_en, next_w_en;
	reg r_en, next_r_en;
	reg full, next_full, almost_full, next_almost_full;
	reg empty, next_empty, almost_empty, next_almost_empty;
	reg error, next_error;
	reg [15:0]w_num, next_w_num;
	reg popped, next_popped;
	reg [4:0]addr, next_addr;
	wire [15:0]prev_pop;
	assign prev_pop = r_num;
	always@(posedge reset or posedge clk)begin
		if(reset == 1'b1)begin
			state <= 2'b11;
			count <= 6'b0;
			head <= 5'b0;
			tail <= 5'b0;
			ready <= 1'b1;
			w_en <= 1'b0;
			r_en <= 1'b0;
			full <= 1'b0;
			almost_full <= 1'b0;
			empty <= 1'b1;
			almost_empty <= 1'b0;
			error <= 0;
			w_num <= 16'b0;
			popped <= 0;
			addr <= 5'b0;
		end
		else begin
			state <= next_state;
			count <= next_count;
			head <= next_head;
			tail <= next_tail;
			ready <= next_ready;
			w_en <= next_w_en;
			r_en <= next_r_en;
			full <= next_full;
			almost_full <= next_almost_full;
			empty <= next_empty;
			almost_empty <= next_almost_empty;
			error <= next_error;
			w_num <= next_w_num;
			popped <= next_popped;
			addr <= next_addr;
		end
	end
	always@(*)begin
		next_state = state;
		next_w_en = w_en;
		next_r_en = r_en;
		next_ready = ready;
		next_count = count;
		next_head = head;
		next_tail = tail;
		next_error = error;
		next_popped = popped;
		next_addr = addr;
		case(state)
			2'b00:begin
				next_state = 2'b11;
				next_w_en = 1'b1;
				next_r_en = 1'b0;
				next_ready = 1'b0;
				next_w_num = cmd[15:0];
				if(full == 1'b1)begin
					next_error = 1'b1;
				end
				else begin
					next_count = count + 1;
					next_error = 1'b0;
					next_addr = tail;
					if(tail == 5'd31)begin
						next_tail = 5'd0;
					end
					else begin
						next_tail = tail + 1;
					end
				end
			end
			2'b01:begin
				next_state = 2'b11;
				next_w_en = 1'b0;
				next_r_en = 1'b1;
				next_ready = 1'b0;
				if(empty == 1'b1)begin
					next_error = 1'b1;
				end
				else begin
					next_count = count - 1;
					next_error = 1'b0;
					next_popped = 1'b1;
					next_addr = head;
					if(head == 5'd31)begin
						next_head = 5'd0;
					end
					else begin
						next_head = head + 1;
					end
				end
			end
			2'b10:begin
				next_state = 2'b11;
				next_w_en = 1'b1;
				next_r_en = 1'b0;
				next_ready = 1'b0;
				next_w_num = prev_pop;
				if(full == 1'b1 || popped == 1'b0)begin
					next_error = 1'b1;
				end
				else begin
					next_count = count + 1;
					next_error = 1'b0;
					next_addr = tail;
					if(tail == 5'd31)begin
						next_tail = 5'd0;
					end
					else begin
						next_tail = tail + 1;
					end
				end
			end
			2'b11:begin
				next_w_en = 1'b0;
				next_r_en = 1'b0;
				if (go == 1'b1)begin
					next_ready = 1'b0;
					case(cmd[17:16])
						2'b00:begin
							next_state = 2'b00;
						end
						2'b01:begin
							next_state = 2'b01;
						end
						2'b10:begin
							next_state = 2'b10;
						end
						2'b11:begin
							next_state = 2'b11;
						end
					endcase
					next_error = 1'b0;
				end
				else begin
					next_state = 2'b11;
					next_ready = 1'b1;
				end
			end
		endcase
		if(next_count == 6'd32)begin
			next_full = 1'b1;
			next_almost_full = 1'b0;
			next_empty = 1'b0;
			next_almost_empty = 1'b0;
		end
		else if(next_count == 6'd31)begin
			next_full = 1'b0;
			next_almost_full = 1'b1;
			next_empty = 1'b0;
			next_almost_empty = 1'b0;
		end
		else if(next_count == 6'b1)begin
			next_full = 1'b0;
			next_almost_full = 1'b0;
			next_empty = 1'b0;
			next_almost_empty = 1'b1;
		end
		else if(next_count == 6'b0)begin
			next_full = 1'b0;
			next_almost_full = 1'b0;
			next_empty = 1'b1;
			next_almost_empty = 1'b0;
		end
		else begin
			next_full = 1'b0;
			next_almost_full = 1'b0;
			next_empty = 1'b0;
			next_almost_empty = 1'b0;
		end
	end
endmodule
File: run.sh
#!/bin/bash
# OpenROAD 26Q1-2900-gdf79404cd8, Yosys 0.63+post, stock flow scripts
make -C /OpenROAD-flow-scripts/flow DESIGN_CONFIG=/design/flow/config.mk WORK_HOME=/design/flow/orfs finish
File: config.mk
export PLATFORM = sky130hd
export DESIGN_NAME = queue
export DESIGN_NICKNAME = queue
export VERILOG_FILES = /design/flow/design.v
export SDC_FILE = /design/flow/constraint.sdc
export NUM_CORES = 4
export LEC_CHECK = 1
export CORE_UTILIZATION = 50
File: constraint.sdc
current_design queue

set clk_period 2.8
set clk_io_pct 0.2

create_clock -name clk0 -period $clk_period [get_ports {clk}]

set non_clock_inputs [all_inputs -no_clocks]
set_input_delay [expr $clk_period * $clk_io_pct] -clock clk0 $non_clock_inputs
set_output_delay [expr $clk_period * $clk_io_pct] -clock clk0 [all_outputs]
==> GITHUB_STEP_SUMMARY <==
### Yosys + OpenROAD results

| Metric | Value |
|---|---|
| Antenna fix cells | 0 |
| Die width | 73.3 um |
| Master of the slowest instance on the critical path | sky130_fd_sc_hd__or4b_4 |
| Sequential cell area | 1500 um^2 |
| Number of violations reported at the end of detailed-routing iteration 0 | 150 |
| Residual DRC count | 0 |
| Estimated wirelength of the detail-placed design | 3.55 mm |
| Critical Path Source Type | flip-flop |
| Maximum achievable frequency | 453 MHz |
| Largest delay contributor family on the critical path | AND-OR/OR-AND gates |
| Element type at the critical path end | flip-flop |
| DR vias/cell | 5.28 |
| Result of the run | finished, final reports clean |
| Most used flip-flop cell after synthesis | sky130_fd_sc_hd__dfrtp_1 |
| Sw power | 0.699 mW |
| Simple-Gate Fraction of Synth Area | 12.7% |
| CTS clock-pin slew for the worst setup and hold paths | 90 ps |
| Post-synthesis instance area | 2540 um^2 |
| Post-Syn Instances | 215 |
| Worst slew margin | 56.9% |
| Tally of OpenROAD warnings | 27 |
| Compound-cell area share of the yosys netlist | 10.4% |
| Number of levels the H-tree was split into | 2 |
| Count of unclocked register or latch pins | 16 |
| Area fraction in mux cells | 11.3% |
| Number of search-and-repair iterations in the first detailed-routing pass | 4 |
| TritonCTS clock tree | built |
| Unrepaired setup endpoints after global routing | false |
| Number of setup buffers added after CTS | 0 |
| Leading area contributor after synthesis | sky130_fd_sc_hd__dfrtp_1 |
| Power density relative to cell area | 648 nW/um^2 |
| Crit path arrival time | 2420 ps |
| Grt total ovfl | 0 |
| Number of flops mapped to enable cells by yosys | 0 |
| Yosys reg bits | 66 |
| Number of buffer and inverter instances along the worst setup path | 1 |
| Via count | 1854 |
| Actual slew at the worst max-slew pin | 642 ps |
| Time the final worst path needs with I/O delays and setup | 2210 ps |
| Register share of total power | 50.1% |
| Switching share of power | 32.0% |
| Count of buffers inserted at the top-level ports | 65 |
| Fraction of final layout cells sized beyond drive strength 1 | 15.5% |
| IO Pins | 66 |
| Clock latency on the worst-skew pair | 300 ps |
| Total of endpoints with negative setup slack in the final report | 0 |
| Largest combinational cell category by area | simple AND/OR/NAND/NOR gates |
| Mean instance size in the synthesized netlist | 11.8 um^2 |
| Number of slew-limit violations in the final report | 0 |
| Max Cap Violations | 0 |
| Yosys chip area | 2540 um^2 |
| Cells taking the most area after synthesis | sky130_fd_sc_hd__dfrtp_1 (46%), sky130_fd_sc_hd__dlxtp_1 (9.5%), sky130_fd_sc_hd__mux2_2 (9.3%), sky130_fd_sc_hd__dfstp_2 (3.1%), sky130_fd_sc_hd__ha_1 (3.0%) |
| Synthesis-to-layout area growth | 32.8% |
| Clock Skews | 3.90 ps |
| Total core area | 4820 um^2 |
| Start point of the critical path | state[3] |
| Internal cell power | 1.49 mW |
| Effective utilization at floorplan | 52.7% |
| Post-synthesis xor/xnor area fraction | 1.38% |
| Total detailed-routing wirelength | 4.84 mm |
| Standard-cell row count | 25 |
| Final GP Congestion | 0.900 |
| Final-report hold violation count | 0 |
| Share of total power in combinational logic | 30.2% |
| Critical path required time | 3010 ps |
| Yosys warning tally | 1 |
| Cts-stage hold buffer count | 0 |
| Unique cell type count in the Yosys netlist | 46 |
| Worst min-delay path startpoint | state[1] |
| Fa+ha+maj area frac | 2.96% |
| Accumulated negative setup slack | 0 ps |
| Yosys stat cell total | 215 |
| Post-Route Utilization | 70.0% |
| Master cell of the clock root buffer | sky130_fd_sc_hd__clkbuf_8 |
| Reg-to-reg critical path startpoint | state[3] |
| First-pass GRT wire length | 8.22 mm |
| Worst IR drop on VDD | 287 uV |
| Die outline area | 5370 um^2 |
| Leakage | 1.41 nW |
| Largest net degree at the start of global routing | 23 |
| Total global routing track utilization | 20.7% |
| Clock power frac | 19.6% |
| Number of buffers inserted during clock tree synthesis | 5 |
| Floorplan die height | 73.3 um |
| Worst hold path type | flip-flop to flip-flop |
| Largest driver fanout on the critical path | 8 |
| Final period util | 78.8% |
| Area share, top type | 46.3% |
| Vias in the first global route | 1802 |
| Maximum single-stage delay on the critical path | 520 ps |
| Setup Crit Path Kind | flip-flop to flip-flop |
| Logic cell area | 982 um^2 |
| Critical path, cell by cell | inv_2 -> o32a_1 -> a221o_1 -> or4b_4 -> nor4b_2 |
| DRT antenna net count | 0 |
| Antenna violations before repair | 0 |
| Buffer depth of the longest clock path | 2 |
| Number of gates given a new drive strength after cts | 0 |
| Routed length per placed instance | 13.8 um |
| FILL cells | 387 |
| Number of unconstrained endpoints | 32 |
| Share of flip-flops with an asynchronous set or reset | 75.8% |
==> kinds of logic after synthesis <==
kind of cell	Yosys count
multiplexers	26
latches	16
adder cells (fa/ha/maj)	6
flip-flops	50
XOR/XNOR	4
buffers and inverters	16
AND/OR/NAND/NOR	57
AND-OR/OR-AND	40
==> placed cells by master, fill, tap and decap left out, types with 4 or more instances in the layout <==
master and instances:
sky130_fd_sc_hd__clkdlybuf4s50_1 65, sky130_fd_sc_hd__dfrtp_1 47, sky130_fd_sc_hd__mux2_2 21, sky130_fd_sc_hd__dlxtp_1 16
sky130_fd_sc_hd__nand2_1 15, sky130_fd_sc_hd__o21ai_0 13, sky130_fd_sc_hd__nor2_1 8, sky130_fd_sc_hd__ha_1 6
sky130_fd_sc_hd__clkbuf_8 6, sky130_fd_sc_hd__mux2i_1 5, sky130_fd_sc_hd__nor3_1 5, sky130_fd_sc_hd__nand3_1 5
sky130_fd_sc_hd__inv_1 5, sky130_fd_sc_hd__buf_4 5, sky130_fd_sc_hd__a21oi_1 4, sky130_fd_sc_hd__nand2b_1 4
==> stage by stage <==
step	power (mW)	cells	hold WS (ps)	instance area, um^2	setup slack [ps]
floorplan	1.49	215	415	2540	690
global placement	1.76	343	434	3280	646
detailed placement	1.77	343	436	3280	621
CTS	2.20	351	448	3370	605
global route	2.34	351	469	3370	439
finish	2.19	351	447	3370	594
==> flip-flops by register name, summed over array words and instances, names as in the netlist <==
signal	count
r_en	1
ready	1
error	1
state	4
next_w_num	16
addr	5
tail	5
full	1
w_en	1
almost_empty	1
head	5
popped	1
w_num	16
empty	1
almost_full	1
count	6
==> area by class of cell <==
| type | instances | share of cell area, % |
|---|---|---|
| well taps | 67 | 2.49 |
| repair buffers | 70 | 20.4 |
| clock inverters | 2 | 0.371 |
| clock buffers | 6 | 2.45 |
| inverters | 7 | 0.780 |
| flip-flops and latches | 66 | 44.4 |
| multi-input cells | 133 | 29.1 |
==> power groups by stage <==
stage | registers [mW] | logic [mW] | clock network [mW]
CTS | 1.09 | 0.665 | 0.439
global route | 1.12 | 0.753 | 0.469
finish | 1.10 | 0.661 | 0.429
==> Yosys cell counts (4+ instances only) <==
cell and count:
sky130_fd_sc_hd__nand3_1 5, sky130_fd_sc_hd__ha_1 6, sky130_fd_sc_hd__a21oi_1 4, sky130_fd_sc_hd__dlxtp_1 16
sky130_fd_sc_hd__nor2_1 8, sky130_fd_sc_hd__dfrtp_1 47, sky130_fd_sc_hd__mux2_2 21, sky130_fd_sc_hd__o21ai_0 13
sky130_fd_sc_hd__mux2i_1 5, sky130_fd_sc_hd__nand2b_1 4, sky130_fd_sc_hd__nor3_1 5, sky130_fd_sc_hd__inv_1 6
sky130_fd_sc_hd__nand2_1 15, sky130_fd_sc_hd__clkbuf_1 5
==> path summary, 6_finish.rpt <==
kind,to,slack (ps),cells after the start
min in group asynchronous,w_num[10],580,2
hold / removal,r_en,450,1
hold reg to reg,r_en,450,1
max in group asynchronous,state[0],1520,3
setup reg to reg,almost_empty,590,5
setup / recovery,almost_empty,590,5
==> metal layers <==
| metal | GRT usage, % | vias to the layer above | wire (um) |
|---|---|---|---|
| met2 | 33.1 | 54 | 2260 |
| met1 | 30.9 | 890 | 2160 |
| met4 | 1.96 | 0 | 53 |
| met3 | 5.83 | 5 | 364 |
| li1 | - | 905 | - |
| met5 | 0 | - | 0 |
Power figures rest on the tool's default switching activity, not on a simulated workload.
